==> run.sh <==
#!/bin/bash
# OpenROAD 26Q1-2900-gdf79404cd8, Yosys 0.63+post, stock flow scripts
make -C /OpenROAD-flow-scripts/flow DESIGN_CONFIG=/design/flow/config.mk WORK_HOME=/design/flow/orfs finish
==> config.mk <==
export PLATFORM = sky130hd
export DESIGN_NAME = ALU
export DESIGN_NICKNAME = ALU
export VERILOG_FILES = /design/flow/design.v
export SDC_FILE = /design/flow/constraint.sdc
export NUM_CORES = 4
export LEC_CHECK = 1
export CORE_UTILIZATION = 50
==> constraint.sdc <==
current_design ALU

set clk_period 7.2
set clk_io_pct 0.2

create_clock -name clk0 -period $clk_period

set non_clock_inputs [all_inputs -no_clocks]
set_input_delay [expr $clk_period * $clk_io_pct] -clock clk0 $non_clock_inputs
set_output_delay [expr $clk_period * $clk_io_pct] -clock clk0 [all_outputs]
==> design.v <==
module ALU(
	input wire		carry_in,
	input wire[15:0]	in_a,
	input wire[15:0]	in_b,
	input wire[3:0]		select,
	input wire		mode,
	output wire		carry_out,
	output wire[15:0]	alu_out,
	output wire		compare
);
	wire[15:0] logic_res;
	wire[15:0] arithmetic_res;
	wire a_carry_out, a_compare;
	my_logic my_logic_init(
		.in_a(in_a),
		.in_b(in_b),
		.select(select),
		.logic_out(logic_res)
	);
	arithmetic my_arithm_init(
		.in_a(in_a),
		.in_b(in_b),
		.select(select),
		.carry_in(carry_in),
		.carry_out(a_carry_out),
		.compare(a_compare),
		.arithmetic_out(arithmetic_res)
	);
	assign alu_out = (mode)  ? logic_res : arithmetic_res;
	assign carry_out = (mode) ? 1'b0: a_carry_out;
	assign compare = (mode) ? 1'b0: a_compare;
endmodule
module arithmetic(
    input wire [15:0] in_a,       
    input wire [15:0] in_b,
    input wire carry_in,
    input wire [3:0] select,
    output reg [15:0] arithmetic_out, 
    output reg carry_out,
    output reg compare
);
always @(*) begin
    arithmetic_out = 16'b0;
    carry_out = 1'b0;
    compare = 1'b0;
    case (select)
        4'b0000: arithmetic_out = in_a;                         
        4'b0001: arithmetic_out = in_a | in_b;                  
        4'b0010: arithmetic_out = in_a | ~in_b;                  
        4'b0011: arithmetic_out = 16'hFFFF;                   
        4'b0100: arithmetic_out = in_a | (in_a & ~in_b);      
        4'b0101: {carry_out, arithmetic_out} = {1'b0, (in_a | in_b)} + {1'b0, (in_a & ~in_b)} + {16'b0, carry_in}; 
        4'b0110: {carry_out, arithmetic_out} = {1'b0, in_a} - {1'b0, in_b} + {16'b0, carry_in}; 
        4'b0111: {carry_out, arithmetic_out} = {1'b0, (in_a & ~in_b)} - 17'd1 + {16'b0, carry_in};
        4'b1000: {carry_out, arithmetic_out} = {1'b0, in_a} + {1'b0, (in_a & in_b)} + {16'b0, carry_in}; 
        4'b1001: {carry_out, arithmetic_out} = {1'b0, in_a} + {1'b0, in_b} + {16'b0, carry_in}; 
        4'b1010: {carry_out, arithmetic_out} = {1'b0, (in_a | ~in_b)} + {1'b0, (in_a & in_b)} + {16'b0, carry_in}; 
        4'b1011: {carry_out, arithmetic_out} = {1'b0, (in_a & in_b)} - 17'd1 + {16'b0, carry_in}; 
        4'b1100: {carry_out, arithmetic_out} = {1'b0, in_a} + {1'b0, in_a} + {16'b0, carry_in}; 
        4'b1101: {carry_out, arithmetic_out} = {1'b0, (in_a | in_b)} + {1'b0, in_a} + {16'b0, carry_in}; 
        4'b1110: {carry_out, arithmetic_out} = {1'b0, (in_a | ~in_b)} + {1'b0, in_a} + {16'b0, carry_in};
        4'b1111: {carry_out, arithmetic_out} = {1'b0, in_a} - 17'd1 + {16'b0, carry_in}; 
        default: {carry_out, arithmetic_out} = 17'b0;          
    endcase
    if (in_a == in_b)
        compare = 1'b1;                                     
end
endmodule
module my_logic(
	input wire[15:0]	in_a,
	input wire[15:0]	in_b,
	input wire[3:0]		select,
	output reg[15:0]	logic_out
);
always @(*) begin 
	case (select)
		4'b0000: logic_out = ~in_a;
		4'b0001: logic_out = ~(in_a|in_b);
		4'b0010: logic_out = ~(in_a)&in_b;
		4'b0011: logic_out = 16'b0000000000000000;
		4'b0100: logic_out = ~(in_a&in_b);
		4'b0101: logic_out = ~in_b;
		4'b0110: logic_out = in_a^in_b;
		4'b0111: logic_out = in_a&~(in_b);
		4'b1000: logic_out = ~in_a|in_b;
		4'b1001: logic_out = ~(in_a^in_b);
		4'b1010: logic_out = in_b;
		4'b1011: logic_out = in_a&in_b;
		4'b1100: logic_out = 16'b1111111111111111;
		4'b1101: logic_out = in_a|~(in_b);
		4'b1110: logic_out = in_a|in_b;
		4'b1111: logic_out = in_a;
		default: logic_out = 16'b0000000000000000;
	endcase
end
endmodule
==> impl_metrics.env <==
# source this file to load flow results
export IMPL_status="finished, final reports clean"
export IMPL_p_clk_share_pct=0
export IMPL_seqPwrFrac_pct=0
export IMPL_drc=0
export IMPL_globalRouteMet3Util_pct=23.0
export IMPL_synthAoiAreaFrac_pct=34.3
export IMPL_vias_per_cell=7.12
export IMPL_p_int_uw=370
export IMPL_comb_power_share_pct=100.0
export IMPL_dp_cells=1939
export IMPL_seq_cells=0
export IMPL_maxSlewHeadroom_pct=28.4
export IMPL_synthDistinctLibCells=85
export IMPL_synth_cells=1605
export IMPL_fin_crit_ns=7.16
export IMPL_crit_path_max_incr_delay_ns=0.56
export IMPL_portBuffers=56
export IMPL_crit_path_end_kind="output pin"
export IMPL_gp_congestion=1.14
export IMPL_drv_slew=0
export IMPL_critPathSlowestCell="clkdlybuf4s50_1"
export IMPL_yosysChipArea_um2=10600
export IMPL_startpoint_type="primary input"
export IMPL_simple_gate_area_share_pct=23.5
export IMPL_drt_iter0_markers=1989
export IMPL_yosysWarnings=2
export IMPL_ys_top_cells_by_area="ha_1 18%, xnor2_1 7.8%, nand2_1 5.6%, nor2_1 5.4%, a21oi_1 5.1%"
export IMPL_vias=13800
export IMPL_ys_sh_xor_pct=12.4
export IMPL_path_class="in -> out"
export IMPL_yosys_area_top_type="ha_1"
export IMPL_final_cells=1942
export IMPL_routed_wl_mm=55.3
export IMPL_max_cap_violations=0
export IMPL_grt_pass1_vias=12600
export IMPL_hold_buffers=0
export IMPL_tightest_slew_ns=1.07
export IMPL_area_growth_pct=13.2
export IMPL_rsz0062_at_grt="no"
export IMPL_post_route_cells_drive_above_1_share_pct=10.7
export IMPL_grtUsageMet1_pct=68.7
export IMPL_die_area_um2=21800
export IMPL_tns_ns=0
export IMPL_seq_area_um2=0
export IMPL_yosysTopAreaCellShare_pct=17.8
export IMPL_path_delay_family="AND-OR/OR-AND gates"
export IMPL_p_per_area_nw_per_um2=81.4
export IMPL_ys_seq_share_pct=0
export IMPL_mostFrequentLayoutCells="158 x nand2_1, 154 x nor2_1, 151 x ha_1"
export IMPL_hold_slack_ns=4.02
export IMPL_drt_pass1_iter_count=8
export IMPL_p_sw_share_pct=62.2
export IMPL_ys_cells=1605
export IMPL_total_power_uw=978
export IMPL_antenna_found_initial=0
export IMPL_fin_crit_sh_pct=99.5
export IMPL_fin_util_pct=58.6
export IMPL_warnings=140
export IMPL_synth_adder_area_share_pct=18.4
export IMPL_finalSetupViolCount=0
export IMPL_dieWidth_um=148
export IMPL_die_height_um=148
export IMPL_syn_area_um2=10600
export IMPL_io_pin_count=56
export IMPL_rows=52
export IMPL_critical_path_required_ns=5.76
export IMPL_switching_power_uw=608
export IMPL_mux_share_pct=4.27
export IMPL_irDropWorstVdd_v=0.0000442
export IMPL_num_clock_buffers=0
export IMPL_hp_class="in -> out"
export IMPL_power_leakage_uw=0.00493
export IMPL_max_freq_mhz=140
export IMPL_grt_overflow_total=0
export IMPL_grt_max_degree=49
export IMPL_worstPathMaxFanout=6
export IMPL_syn_avg_cell_area_um2=6.61
export IMPL_core_area_um2=20500
export IMPL_crit_chain="clkdlybuf4s50_1 > inv_1 > ha_1 > ha_1 > a21o_1 > ha_1 > o21ai_1 > a21oi_1 > o211ai_1 > a211oi_1 > o22ai_1 > or3_1 > nand4_1 > o41a_1 > clkdlybuf4s50_1"
export IMPL_dp_hpwl_mm=42.1
export IMPL_top_usage_layer="met1"
export IMPL_track_usage_pct=51.0
export IMPL_fp_utilization_pct=51.8
export IMPL_critPathArrivalTime_ns=5.72
export IMPL_postRouteAntennaNets=0
export IMPL_crit_buf_inv=3
export IMPL_mostFrequentLayoutCell="nand2_1"
export IMPL_crit_path_frequent_cell="ha_1"
export IMPL_grt_met2_usage_pct=67.8
export IMPL_grt_first_pass_wirelength_mm=81.4
export IMPL_wl_per_cell_um=28.5
export IMPL_hold_violations=0
export IMPL_logic_family="AND-OR/OR-AND gates"
[per-stage QoR]
stage / setup slack, ns / cell area (µm²)
final: 0.0387 / 12000
after global routing: 0.0149 / 12000
after CTS: 0.0627 / 12000
after detailed placement: -0.000628 / 12000
after global placement: 0.0573 / 12000
after floorplan: 1.46 / 10600
[tightest hold or removal path: cells and delay by family]
kind                   cells  cell delay (ns)
buffers and inverters      2             0.71
AND-OR/OR-AND              4             0.44
[worst paths after layout]
kind	from	endpoint	slack, ns	cells after the start
hold / removal	select[1]	alu_out[0]	4.02	6
setup / recovery	in_a[0]	carry_out	0.04	15
[power groups by stage]
stage	sequential [µW]	clock, µW	combinational, µW
after CTS	0	0	924
after global routing	0	0	1030
final	0	0.000000639	978
[layout make-up]
class	instances	area (µm²)
inverter	77	289
antenna	2	5.00
fill	1993	8480
tap	270	338
multi-input combinational	1411	9890
timing repair buffer	182	1490
[cells in the mapped netlist, types with 9 or more instances]
master and n:
a21o_1 16, nand4_1 18, a2111oi_0 20, nand2_1 158
and3_1 11, xor2_1 56, o21ai_0 82, nor2b_1 21
a31oi_1 38, nand3_1 34, o21a_1 9, buf_1 13
xnor2_1 94, a21oi_1 109, clkbuf_1 86, o22ai_1 56
o221ai_1 22, nand2b_1 19, inv_1 69, o211ai_1 16
o21ai_1 24, nor4_1 19, mux2i_1 25, a22oi_1 20
buf_2 15, nor2_1 154, ha_1 151, a211oi_1 23
nor3_1 38, a221oi_1 21, mux2_2 12
[per-layer routing]
metal  part of all wire, %  vias up
met1                    38     6210
met5                  0.11        -
met2                    37     1268
li1                      -     6056
met4                   6.9        2
met3                    18      300
[cell families after synthesis]
| group | Yosys count |
|---|---|
| adder cells (fa/ha/maj) | 154 |
| buffers and inverters | 194 |
| AND/OR/NAND/NOR | 524 |
| multiplexers | 40 |
| AND-OR/OR-AND | 543 |
| XOR/XNOR | 150 |
[repair_timing]
action | 4_1_cts | 5_1_grt
gates resized | 1 | 7
hold endpoints to repair | 0 | 0
pin swaps | 0 | 3
endpoints found under the setup margin | 1 | 6
setup buffers | 0 | 1
