**design/flow/config.mk**
```make
export PLATFORM = sky130hd
export DESIGN_NAME = fibonacci_generator
export DESIGN_NICKNAME = fibonacci_generator
export VERILOG_FILES = /design/flow/design.v
export SDC_FILE = /design/flow/constraint.sdc
export NUM_CORES = 4
export LEC_CHECK = 1
export CORE_UTILIZATION = 40
```
**design/flow/constraint.sdc**
```tcl
current_design fibonacci_generator

set clk_period 14.7
set clk_io_pct 0.2

create_clock -name clk0 -period $clk_period [get_ports {clk}]

set non_clock_inputs [all_inputs -no_clocks]
set_input_delay [expr $clk_period * $clk_io_pct] -clock clk0 $non_clock_inputs
set_output_delay [expr $clk_period * $clk_io_pct] -clock clk0 [all_outputs]
```
**design/flow/design.v**
```verilog
module fibonacci_generator (
    input clk,         
    input rst,         
    input enable,      
    output reg [63:0] fib_out   
);
reg [63:0] fib_prev1;   
reg [63:0] fib_prev2;   
always @(posedge clk or posedge rst) begin
    if (rst) begin
        fib_prev1 <= 64'd1;   
        fib_prev2 <= 64'd0;   
        fib_out <= 64'd0;     
    end else if (enable) begin
        fib_prev2 <= fib_prev1;
        fib_prev1 <= fib_prev1 + fib_prev2;
	fib_out <= fib_prev1;
    end
end
endmodule
```
**design/flow/run.sh**
```bash
#!/bin/bash
# OpenROAD 26Q1-2900-gdf79404cd8, Yosys 0.63+post, stock flow scripts
make -C /OpenROAD-flow-scripts/flow DESIGN_CONFIG=/design/flow/config.mk WORK_HOME=/design/flow/orfs finish
```
==> flow_metrics.env <==
# yosys + openroad results
export IMPL_ys_types=62
export IMPL_core_area_um2=20300
export IMPL_tool_warnings=25
export IMPL_grt_overflow_total=0
export IMPL_hold_viol=0
export IMPL_grt_pass1_wl_um=29100
export IMPL_worstSetupStartpointType="primary input"
export IMPL_yosys_cells=799
export IMPL_hpwlAfterDp_um=12300
export IMPL_powerDensity_nw_per_um2=290
export IMPL_hold_class="register to register"
export IMPL_critPathKind="primary input to asynchronous set/reset pin"
export IMPL_grt_pass1_vias=5786
export IMPL_die_w_um=146
export IMPL_arrival_ns=4.96
export IMPL_syn_area_um2=8320
export IMPL_num_vias=6186
export IMPL_clock_sinks=128
export IMPL_syn2layout_area_growth_pct=17.9
export IMPL_clk_latency_ns=0.42
export IMPL_initCoreUtil_pct=41.0
export IMPL_cp_max_fo=56
export IMPL_ant_nets=0
export IMPL_status="complete, no violations"
export IMPL_edf_count=0
export IMPL_async_flop_share_pct=100
export IMPL_cts_made_buffers=17
export IMPL_wl_per_cell_um=14.9
export IMPL_rows=52
export IMPL_cts_root_buf="clkbuf_16"
export IMPL_worstMarginPinSlew_ns=0.798
export IMPL_routed_wl_um=17000
export IMPL_synth_seq_share_pct=38.5
export IMPL_gr_usage_all_layers_pct=17.0
export IMPL_die_y_um=146
export IMPL_io_pins=67
export IMPL_setup_viol=0
export IMPL_cts_setup_buffers=0
export IMPL_htreeDepth=4
export IMPL_fmax_mhz=223
export IMPL_ir_worst_vdd_v=0.000109
export IMPL_ys_warn_count=1
export IMPL_die_area_um2=21400
export IMPL_cts_tree="built"
export IMPL_yosys_most_used_dff="dfrtp_1"
export IMPL_port_buffers=66
export IMPL_finalSetupTns_ns=0
export IMPL_grt_max_degree=66
export IMPL_syn_inst=799
export IMPL_cp_end_kind="asynchronous set/reset pin"
export IMPL_finClkSkew_ns=0.00743
export IMPL_rsz0062_at_grt="false"
export IMPL_antenna_found_initial=0
export IMPL_relSlewSlack_pct=46.2
export IMPL_maxCapViolations=0
export IMPL_cellLeakagePower_nw=4.26
export IMPL_required_ns=15.17
export IMPL_ys_chip_area_um2=8320
export IMPL_vias_per_cell=5.42
export IMPL_fin_crit_ns=4.49
export IMPL_place_gp_congestion=0.899
export IMPL_cts_hold_buf=0
export IMPL_avgSynthCellArea_um2=10.4
export IMPL_diodes=0
export IMPL_slew_viol_final=0
export IMPL_min_period_over_period_pct=30.5
export IMPL_clk_pin_slew_ns=0.06
export IMPL_drive_gt1_share_pct=19.3
export IMPL_drt_initial_drc_count=333
export IMPL_timing_hold_ws_ns=0.473
export IMPL_route_detailed_drc=0
export IMPL_ctsResizeCount=0
export IMPL_first_pass_iters=6
export IMPL_synth_flops=128
export IMPL_clk_path_buf_depth=2
## metal layers
metal | track usage (%) | part of all wire (%)
met5 | 0 | 0
met4 | 1.77 | 1.1
met3 | 2.90 | 3.8
met2 | 24.2 | 43
met1 | 28.5 | 52
## worst max-delay path, cell delays in order
cell	delay (ns)
clkdlybuf4s50_1	0.44
inv_4	0.31
buf_4	0.53
buf_4	0.68
## cell usage in the layout (no fill, tap or decap), types with 9 or more instances in the layout
cell type	n
clkbuf_16	17
xnor2_1	37
o21a_1	11
a21o_1	28
inv_1	13
clkdlybuf4s50_1	65
o21bai_1	10
nand3_1	10
a21oi_1	79
o21ai_0	38
dfrtp_1	127
nor2_1	40
nor2b_1	9
nand2_1	53
nand4_1	14
xor2_1	21
mux2_2	118
ha_1	63
## kinds of logic after synthesis
logic type	share of synthesized area, %
simple gates	9.79
xor+xnor	6.10
flops	38.5
mux	16.1
fa+ha+maj	9.71
buf+inv	1.98
compound gates	17.8
## Yosys cell counts (2+ instances only)
library cell  number  area share (%)
nand3_1           10            0.60
o21a_1            11            0.99
nand2b_1           7            0.53
or3_1              2            0.15
o211ai_1           2            0.18
inv_1             14            0.63
clkbuf_1          29             1.3
a21oi_1           79             4.8
nand3b_1           2            0.18
o31ai_1            3            0.27
dfrtp_1          127              38
nor3_1             6            0.36
nor3b_1            3            0.27
and4_1             2            0.21
o21bai_1          10            0.90
mux2_2           118              16
a211oi_1           3            0.27
o311ai_0           3            0.32
o41ai_1            2            0.21
ha_1              63             9.5
nor2b_1            9            0.68
xnor2_1           37             3.9
a31oi_1            6            0.45
o31a_1             4            0.42
o41ai_4            3            0.99
nand2_1           53             2.4
nor2_1            40             1.8
a41oi_1            6            0.63
xor2_1            21             2.2
and2_1             3            0.23
a211o_1            3            0.32
o21ai_0           38             2.3
nand4_1           14             1.1
o221ai_1           2            0.21
o22ai_1            2            0.15
or4_1              2            0.18
and3_1             8            0.60
a21o_1            28             2.5
## layout make-up
type / instances / area [um^2]
Clock inverter: 10 / 111
Fill cell: 1894 / 10500
Timing Repair Buffer: 70 / 688
Sequential cell: 128 / 3200
Inverter: 14 / 55.1
Multi-Input combinational cell: 627 / 4950
Tap cell: 270 / 338
Clock buffer: 22 / 464
## path summary, 6_finish.rpt
path                                      end          start  slack [ns]  depth (start not counted)
worst max-delay path            fib_prev1[45]            rst       10.21                          4
worst min-delay path            fib_prev1[63]  fib_prev1[63]        0.47                          1
worst max register to register  fib_prev1[54]   fib_prev1[0]       10.34                         12
worst min register to register  fib_prev1[63]  fib_prev1[63]        0.47                          1
max in group clk0               fib_prev1[63]         enable       10.28                          7
min in group asynchronous          fib_out[3]            rst        2.87                          2
## flip-flops by register name, indices dropped and copies added (netlist names)
register and count:
fib_prev1 64, fib_out 64
## through the flow
step	utilization, %	cells	instance area (um^2)	worst slack [ns]	power, mW
floorplan	-	799	8320	8.35	1.97
CTS	48.3	1141	9810	10.07	2.86
global route	48.3	1141	9810	9.85	3.10
finish	48.3	1141	9810	10.21	2.84
detailed placement	45.5	1109	9240	9.62	2.42
global placement	45.5	1109	9240	9.64	2.42
## power breakdown
| group | internal, mW | switching, mW |
|---|---|---|
| registers | 0.521 | 0.129 |
| clock network | 0.257 | 0.156 |
| logic | 0.898 | 0.880 |
No activity file was given, so power comes from the tool's default toggle rates.
