## design/flow/run.sh

```bash
#!/bin/bash
# OpenROAD 26Q1-2900-gdf79404cd8, Yosys 0.63+post, stock flow scripts
make -C /OpenROAD-flow-scripts/flow DESIGN_CONFIG=/design/flow/config.mk WORK_HOME=/design/flow/orfs finish
```

## design/flow/config.mk

```make
export PLATFORM = sky130hd
export DESIGN_NAME = branch
export DESIGN_NICKNAME = branch
export VERILOG_FILES = /design/flow/design.v
export SDC_FILE = /design/flow/constraint.sdc
export NUM_CORES = 4
export LEC_CHECK = 1
export CORE_AREA = 10 10 70 70
export DIE_AREA = 0 0 80 80
```

## design/flow/constraint.sdc

```tcl
current_design branch

set clk_period 2.5
set clk_io_pct 0.2

create_clock -name clk0 -period $clk_period

set non_clock_inputs [all_inputs -no_clocks]
set_input_delay [expr $clk_period * $clk_io_pct] -clock clk0 $non_clock_inputs
set_output_delay [expr $clk_period * $clk_io_pct] -clock clk0 [all_outputs]
```

## design/flow/design.v

```verilog
module branch (
    input [7:0] pc,
    input [15:0] memory_out,
    input [15:0] creg,
    output reg [7:0] pc_new,
    input run,
    output reg runo
);
    wire [1:0] format = memory_out[1:0];
    wire [7:0] offset = memory_out[11:4];
    wire [1:0] condition = memory_out[3:2];
    always @(*) begin
            pc_new = pc;
            runo = 1;
            if (format == 2'b10) begin
                if (condition == 2'b00) begin
                    if (creg == 0) begin
                        pc_new = offset;
                        runo = 0;
                    end else begin
                        pc_new = pc + 1;
                        runo = 0;
                    end
                end else if (condition == 2'b01) begin
                    if (creg == 16'b0000000000000001) begin
                        pc_new = offset;  
                        runo = 0;
                    end else begin
                        pc_new = pc + 1;
                        runo = 0;
                    end
                end else if (condition == 2'b10) begin
                    if (creg == 16'b0000000000000010) begin
                        pc_new = offset;
                        runo = 0;
                    end else begin
                        pc_new = pc + 1;
                        runo = 0;
                    end
                end else if (condition == 2'b11) begin
                    pc_new = pc + 1;
                    runo = 0;
                end
            end
        end
endmodule
```

==> reports/qor.csv <==
metric,value,unit
Post-Syn Area,592,um^2
actual slew at the worst max-slew pin,0.293,ns
die width,80,um
die height,80,um
DR top layer,met3,
final WL,2630,um
core box area,3420,um^2
Port Buffers,45,
Met1 Wirelength,1260,um
critical setup path kind,input port to output pin,
violated checks,setup timing,
Avg Synthesized Cell Area,7.05,um^2
number of clock buffers in the layout,0,
Post-DP HPWL,2130,um
P&R area growth vs syn,140,%
worst min path class,input port to output pin,
yosys warns,1,
Hold Fails Final Rpt,0,
via count,925,
Worst Setup End Kind,output pin,
gr ovfl total,0,
achievable frequency,398,MHz
Slew headroom,80.3,%
Max-Cap Viols,0,
cell count in the Yosys report,84,
Final Max Slew Viols,0,
Reg area,0,um^2
Initial Utilization,17.3,%
seq_cells,0,
HP Start,pc[1],
tool warning count,39,
Worst Path Required,2.00,ns
Synth Instances,84,
hold slack,1.46,ns
Avg WL per Cell,12.5,um
met2 wire len,1210,um
crit-path max FO,3,
Hold Path Sink,pc_new[1],
"area leader, netlist",o21ai_0,
"Period Utilization, post-route",100,%
final setup margin,-0.0110,ns
Core Rows,21,
synth top area cells,"o21ai_0 (11%), nor4_4 (11%), mux2i_1 (10%), nand3_1 (5.1%), nor2_1 (5.1%)",
Routed Antenna Nets,0,
largest net degree at the start of global routing,14,
share of layout cells above drive strength 1,48.2,%
Max VDD drop,0.0386,mV
MI comb area,614,um^2
DIE AREA,6400,um^2
drt via density,4.40,
Layout fillers,340,
initial antenna violation count,0,
total negative slack,-0.0110,ns
YS chip area,592,um^2
CP arrival,2.01,ns
"Setup violations, final",1,
met3 wire length,164,um
Tot GR Track Use,8.01,%
"Distinct cells, synth",36,
n_diodes,0,
static leakage,0.586,nW
iteration count of the initial detailed-routing pass,4,
worst hold stages,4,
global-route wire length before repair,4440,um
pwr/cell area,108,nW/um^2
most common library cells after synthesis,"o21ai_0 (13), nor2_1 (8), nand2_1 (7)",
Area leader share,11.0,%
gp weighted congestion,0.819,
DRC Markers,0,
status,"finished, violations left",
DRT iter0 DRCs,22,
Ports,50,
CP Launch Type,input port,
Tmin final,2.51,ns
RSZ-0062 raised after global routing,yes,
post-synthesis sequential area ratio,0,%
"count leader, synth",o21ai_0,
number of global-route vias before repair,972,
==> final cells by class <==
| type | instances | area share, % |
|---|---|---|
| Inverter | 6 | 1.59 |
| Multi-Input combinational cell | 76 | 43.3 |
| Tap cell | 46 | 4.05 |
| Timing Repair Buffer | 82 | 51.1 |
==> what timing repair did <==
item / in CTS / in global routing
buffers inserted: 12 / 0
gates resized: 108 / 14
hold buffers: 0 / 0
pin swaps: 26 / 7
gates cloned: 1 / 0
endpoints found under the setup margin: 8 / 8
==> power by group <==
group | switching [mW] | leakage, nW | internal (mW)
sequential | 0 | 0 | 0
combinational | 0.0612 | 0.586 | 0.0924
clock | 0 | 0 | 0
total | 0.0612 | 0.586 | 0.0924
==> metrics by stage <==
step                      setup slack (ns)  instances  instance area [um^2]  power, mW  utilization, %
after floorplan                      0.312         84                   592     0.0437               -
after global placement              -0.730        197                  1280      0.162            37.4
after detailed placement            -0.756        197                  1280      0.163            37.4
after CTS                          -0.0561        210                  1390      0.152            40.6
after global routing                -0.139        210                  1420      0.169            41.6
final                              -0.0110        210                  1420      0.154            41.6
==> worst max-delay path by stage <==
| stage | startpoint | endpoint | slack [ns] | cells after the start |
|---|---|---|---|---|
| 4_1_cts | creg[10] | pc_new[2] | -0.06 | 10 |
| 6_report | creg[9] | pc_new[2] | -0.01 | 10 |
| 5_1_grt | creg[9] | pc_new[7] | -0.14 | 10 |
==> cell usage in the layout, fill, tap and decap left out, types with 2 or more instances in the layout <==
cell / instances
buf_4: 26
buf_6: 13
buf_2: 13
clkdlybuf4s50_1: 13
dlygate4sd2_1: 9
o21ai_1: 7
nand2_1: 6
nor2_1: 6
inv_1: 6
mux2i_1: 6
o21ai_0: 5
nand3_1: 4
clkdlybuf4s15_2: 4
nor4_4: 3
nand4_1: 2
nand3_2: 2
and3_1: 2
nor2_2: 2
o21ai_2: 2
o2bb2ai_1: 2
a22oi_1: 2
clkdlybuf4s15_1: 2
==> routing by layer <==
metal	global-route usage [%]	up-vias
li1	-	487
met1	11.1	417
met2	13.2	21
met4	0	0
met3	1.59	0
met5	0	-
==> critical path: stages <==
cell and delay, ns:
buf_6 0.09, nor4_4 0.34, nand4_4 0.14, buf_6 0.15, a21oi_4 0.18, buf_12 0.13
buf_6 0.09, mux2i_1 0.17, a22oi_1 0.09, buf_2 0.12
==> cell families (layout without fill, tap and decap cells) <==
family | count (synthesis) | in the layout | synth area share (%)
fa+ha+maj | 1 | 1 | 2.11
xor+xnor | 2 | 2 | 2.96
compound gates | 28 | 28 | 33.8
simple gates | 39 | 39 | 44.4
buf+inv | 8 | 88 | 6.55
mux | 6 | 6 | 10.1
No activity file was given, so power comes from the tool's default toggle rates.
